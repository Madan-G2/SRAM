===== flow/config.mk =====
export PLATFORM = sky130hd
export DESIGN_NAME = sram
export DESIGN_NICKNAME = sram
export VERILOG_FILES = /design/flow/design.v
export SDC_FILE = /design/flow/constraint.sdc
export NUM_CORES = 4
export LEC_CHECK = 1
export CORE_UTILIZATION = 50

===== flow/constraint.sdc =====
current_design sram

set clk_period 91.8
set clk_io_pct 0.2

create_clock -name clk0 -period $clk_period [get_ports {clk}]

set non_clock_inputs [all_inputs -no_clocks]
set_input_delay [expr $clk_period * $clk_io_pct] -clock clk0 $non_clock_inputs
set_output_delay [expr $clk_period * $clk_io_pct] -clock clk0 [all_outputs]

===== flow/run.sh =====
#!/bin/bash
# OpenROAD 26Q1-2900-gdf79404cd8, Yosys 0.63+post, stock flow scripts
make -C /OpenROAD-flow-scripts/flow DESIGN_CONFIG=/design/flow/config.mk WORK_HOME=/design/flow/orfs finish

===== flow/design.v =====
module sram #(
    parameter ADDR_WIDTH = 8,
    parameter DATA_WIDTH = 8,
    parameter MEM_SIZE = 1 << ADDR_WIDTH
) (
    input  wire                  clk,
    input  wire                  reset_n,
    input  wire                  chip_enable_n,
    input  wire                  write_enable_n,
    input  wire                  read_enable_n,
    input  wire [ADDR_WIDTH-1:0] address,
    input  wire [DATA_WIDTH-1:0] data_in,
    output reg  [DATA_WIDTH-1:0] data_out
);
    typedef enum reg [2:0] {
        IDLE  = 3'b001,
        WRITE = 3'b010,
        READ  = 3'b100
    } state_t;
    state_t current_state, next_state;
    reg [DATA_WIDTH-1:0] mem [0:MEM_SIZE-1];
    reg [MEM_SIZE-1:0] addr_one_hot;
    always @(*) begin
        addr_one_hot = '0;
        if (!chip_enable_n && address < MEM_SIZE) begin
            addr_one_hot[address] = 1'b1;
        end
    end
    always @(*) begin
        next_state = current_state;
        case (current_state)
            IDLE: begin
                if (!chip_enable_n && !write_enable_n && read_enable_n)
                    next_state = WRITE;
                else if (!chip_enable_n && !read_enable_n && write_enable_n)
                    next_state = READ;
            end
            WRITE: begin
                if (chip_enable_n || write_enable_n)
                    next_state = IDLE;
            end
            READ: begin
                if (chip_enable_n || read_enable_n)
                    next_state = IDLE;
            end
            default: next_state = IDLE;
        endcase
    end
    always @(posedge clk or negedge reset_n) begin
        if (!reset_n)
            current_state <= IDLE;
        else
            current_state <= next_state;
    end
    always @(posedge clk or negedge reset_n) begin
        if (!reset_n) begin
            for (int i = 0; i < MEM_SIZE; i++)
                mem[i] <= '0;
        end
        else if (current_state == WRITE && !chip_enable_n && !write_enable_n && addr_one_hot[address])
            mem[address] <= data_in;
    end
    always @(*) begin
        if (current_state == READ && !chip_enable_n && !read_enable_n && addr_one_hot[address])
            data_out = mem[address];
        else
            data_out = '0;
    end
endmodule

==> results_slide.txt <==
Run Summary

Status
  • Outcome: finished with violations
  • Failing checks: max-capacitance violations, max-slew violations

Final timing
  • # setup viols final: 0
  • Setup TNS: 0 ps
  • FMAX: 0.0227 GHz
  • RSZ-0062 raised after global routing: false
  • Final WS setup: ~48000 ps
  • Max_slew headroom: -10.6%
  • Fin. max-slew vios: 22
  • Clock period minus worst slack: around 44000 ps
  • Hold Worst Slack: approximately 500 ps
  • Final Hold Vio Count: 0
  • Final worst-path cycle share: between 40% and 50%
  • Clock Skews: 88.2 ps
  • Worst slew pin tran: 1660 ps

Detailed routing
  • Drt first pass iters: 10
  • DRT Wirelength: just over 600000 um
  • Wire length per cell: between 60 and 70 um
  • Via density: slightly above 8
  • Vias: approximately 84000
  • Initial DRC Count: around 13000
  • DRC viols: 0
  • Post-route antenna net violation count: 0

CTS
  • Hold buffers post-CTS: 0
  • Htree depth: 4
  • CTS sink cnt: a little over 2000
  • Max Buffers Root-to-Sink: 3
  • CTS tree: yes
  • Latency at later pin: approximately 970 ps
  • Clock root buffer: clkbuf_16
  • PostCTS Resize Cnt: 0
  • Clock slew at reported path FFs: approximately 60 ps
  • Cts bufs inserted: around 210
  • # Post-CTS Setup Buffers: 0

Synthesis
  • Register area share after synthesis: between 50 and 60%
  • Synth warnings: 2
  • Synth Instances: ~7000
  • Synth flops: just over 2000
  • Post-synth EDFFs: 0
  • Dominant flop cell: dfrtp_1
  • Unique cell types: 84
  • Avg Inst Size Synth: ~13 um^2
  • Yosys cell count: 6970
  • Post-synth ARST share: about 100%
  • Synth Cell Area: around 92000 um^2
  • Yosys stat area: a little over 90000 um^2

Final layout
  • Share of post-route cells with drive strength above 1: between 40% and 50%
  • Area Growth Syn to Fin: 16.2%
  • Post-layout util: roughly 59%
  • Layout fillers: ~14000
  • Layout Cells excl Fill: 10200

Placed design
  • Port Buffer Count: 28
  • GPL Wtd Cong: around 1.3
  • Post-placement cell count: 9650
  • Worst slack, placed: 48760 ps
  • Hpwl dp: between 400000 and 500000 um

Critical path
  • Worst endpoint required time: roughly 73000 ps
  • Critical Path Most Common Cell: buf_4
  • CP cell instances: clkdlybuf4s50_1 -> buf_4 -> inv_1 -> ha_1 -> buf_4 -> nand3_1 -> buf_4 -> nor2_1 -> buf_4 -> a222oi_1 -> o21ai_0 -> nor3_1 -> nand3_1 -> nor4_1 -> o2111a_1 -> nor2_1 -> clkdlybuf4s50_1
  • Worst setup SP type: input port
  • Critical path type: input port to primary output
  • Worst Path Max Fanout: 24
  • Worst setup EP type: primary output
  • Critical Path AT: 25780 ps
  • Slowest stage cell, crit path: nor4_1
  • Slowest stage delay, CP: 1220 ps

Floorplanning
  • Die Width: about 430 um
  • Top-level port count: 29
  • Die height: approximately 430 um
  • Die area: about 180000 um^2
  • Cell Rows: between 150 and 200
  • Init Core Util: around half
  • Core box area: around 180000 um^2

Power and ir drop
  • P_int: between 0.001 and 0.0015 W
  • Net Sw Frac: around a quarter
  • Sw power: 0.000466 W
  • Leakage: approximately 53 nW
  • Flop pwr share: 47.9%
  • P per Cell Area: between 15 and 20 nW/um^2
  • Worst VDD drop: approximately 0.000019 V
  • Clk pwr share: about half
  • Gate power share: under 10%

GRT
  • Largest net degree at the start of global routing: between 100 and 150
  • Initial antenna violation count: about 120
  • Global-route wire length before repair: just under 800000 um
  • Vias in the first global route: roughly 80000
  • Grt total ovfl: 0
  • Tot GR Track Use: between 70 and 80%

Hold path
  • HP Class: flip-flop to flip-flop

Flow run
  • Tool warnings: 57
  • Max Cap Viol: 5
## final cells by class
cell class                      count  area (um^2)  share of cell area [%]
Sequential cell                  2051        51300                    48.3
Multi-Input combinational cell   4534        38900                    36.6
Clock buffer                      298         6120                    5.75
Timing Repair Buffer              689         5400                    5.08
Tap cell                         2370         2970                    2.79
Clock inverter                     89         1120                    1.05
Antenna cell                      182          455                   0.428
Inverter                           11         41.3                  0.0388
## synth_stat cells, types with 6 or more instances
cell type,n,area share [%]
dfrtp_1,2050,56
mux2_2,2015,25
a22oi_1,958,7.9
nand2_1,444,1.8
clkbuf_1,315,1.3
nor2_1,311,1.3
nor4_1,127,0.87
nand3_1,120,0.66
nand4_1,116,0.79
nor3_1,77,0.42
nor3_4,40,0.71
buf_2,39,0.21
a21oi_1,37,0.20
mux2_4,32,0.52
a221oi_1,20,0.19
a22o_1,15,0.14
o21ai_0,14,0.077
buf_1,13,0.053
a211oi_1,12,0.098
inv_1,11,0.045
nand3b_1,11,0.090
and3_1,10,0.068
or4_1,9,0.074
a222oi_1,8,0.087
and2_1,8,0.055
mux2i_1,8,0.087
nand2b_1,8,0.055
nor2b_1,8,0.055
a31oi_1,6,0.041
nand4bb_1,6,0.074
o211ai_1,6,0.049
## per-layer routing
| layer | part of all wire [%] | GRT usage, % | up-vias | routed length, um |
|---|---|---|---|---|
| li1 | - | - | 27700 | - |
| met3 | 21 | 63.8 | 4085 | 128000 |
| met1 | 30 | 71.6 | 41700 | 181000 |
| met5 | 1.6 | 56.5 | - | 9760 |
| met2 | 35 | 78.7 | 10000 | 213000 |
| met4 | 13 | 63.5 | 193 | 80900 |
## per-stage QoR
stage / total power, W / instance area [um^2]
2_1_floorplan: 0.000943 / 91500
3_3_place_gp: 0.000991 / 98600
3_5_place_dp: 0.000990 / 98600
4_1_cts: 0.00187 / 106000
5_1_grt: 0.00191 / 106000
6_report: 0.00189 / 106000
## cells in the final DEF (no fill, tap or decap), drive strengths merged, types with 9 or more instances in the layout
| cell type | n |
|---|---|
| a221oi | 20 |
| nand3b | 11 |
| clkbuf | 298 |
| nand2b | 9 |
| clkdlybuf4s50 | 17 |
| nand4 | 116 |
| nor4 | 128 |
| mux2i | 9 |
| or4 | 10 |
| a22oi | 958 |
| clkinv | 59 |
| and3 | 10 |
| nand2 | 444 |
| buf | 672 |
| dfrtp | 2050 |
| bufinv | 15 |
| a211oi | 13 |
| o21ai | 16 |
| a21oi | 37 |
| inv | 18 |
| mux2 | 2050 |
| nor2 | 311 |
| a22o | 15 |
| diode | 182 |
| nor3 | 118 |
| nand3 | 120 |
## flip-flops by register name, summed over array words and instances (netlist names)
| register | cells |
|---|---|
| mem | 2048 |
| current_state | 3 |
## worst paths after layout
path | start | endpoint | slack (ps) | cells after the start
max | address[1] | data_out[1] | 47660 | 17
min | mem[236][7]$_DFFE_PN0P_ | mem[236][7]$_DFFE_PN0P_ | 500 | 1
max reg2reg | current_state[2]$_DFF_PN0_ | mem[250][6]$_DFFE_PN0P_ | 87600 | 7
min reg2reg | mem[236][7]$_DFFE_PN0P_ | mem[236][7]$_DFFE_PN0P_ | 500 | 1
max in group asynchronous | reset_n | mem[204][4]$_DFFE_PN0P_ | 69520 | 6
min in group asynchronous | reset_n | mem[83][7]$_DFFE_PN0P_ | 17370 | 1
## cell families after synthesis
kind of cell / count (synthesis) / synth area share, %
adder cells (fa/ha/maj): 5 / 0.0683
AND-OR/OR-AND: 1127 / 9.23
multiplexers: 2059 / 25.4
XOR/XNOR: 5 / 0.0683
AND/OR/NAND/NOR: 1338 / 7.45
flip-flops: 2051 / 56.1
buffers and inverters: 385 / 1.67
## power groups by stage
stage	combinational, W	clock, W	sequential (W)
5_1_grt	0.0000739	0.000934	0.000904
6_report	0.0000749	0.000909	0.000904
4_1_cts	0.0000701	0.000900	0.000904
## worst max-delay path, delay by kind of cell
family                   cells  cell delay (ps)
AND-OR/OR-AND                3             2420
adder cells (fa/ha/maj)      1              250
buffers and inverters        7             2430
AND/OR/NAND/NOR              6             2250
Power figures rest on the tool's default switching activity, not on a simulated workload.
